## run.sh

```bash
#!/bin/bash
# OpenROAD 26Q1-2900-gdf79404cd8, Yosys 0.63+post, stock flow scripts
make -C /OpenROAD-flow-scripts/flow DESIGN_CONFIG=/design/flow/config.mk WORK_HOME=/design/flow/orfs finish
```

## config.mk

```make
export PLATFORM = sky130hd
export DESIGN_NAME = wrapper
export DESIGN_NICKNAME = wrapper
export VERILOG_FILES = /design/flow/design.v
export SDC_FILE = /design/flow/constraint.sdc
export NUM_CORES = 4
export LEC_CHECK = 1
export CORE_UTILIZATION = 50
```

## constraint.sdc

```tcl
current_design wrapper

set clk_period 4.0
set clk_io_pct 0.2

create_clock -name clk0 -period $clk_period [get_ports {CLOCK_50}]

set non_clock_inputs [all_inputs -no_clocks]
set_input_delay [expr $clk_period * $clk_io_pct] -clock clk0 $non_clock_inputs
set_output_delay [expr $clk_period * $clk_io_pct] -clock clk0 [all_outputs]
```

## design.v

```verilog
module binary2BCD (
    input logic [5:0] hex6bit,
    output logic [3:0] ones, tens
);
integer i; 
logic [13:0] scratch_space;
always_comb 
begin 
    scratch_space = {8'b00000000,hex6bit};
    for (i=0;i<5;i=i+1) 
    begin 
        scratch_space = {scratch_space[12:0],1'b0};
        if (scratch_space [9:6] > 4)
        scratch_space[9:6] = scratch_space[9:6] + 3'b011;
    end
    scratch_space = {scratch_space[12:0],1'b0};
end
assign tens = scratch_space[13:10];
assign ones = scratch_space[9:6];  
endmodule    
module binary_gen (
    input logic [5:0] second,
    input logic [5:0] minute,
    input logic [5:0] hour,
    output logic [3:0] second_ones,
    output logic [3:0] second_tens,
    output logic [3:0] minute_ones,
    output logic [3:0] minute_tens,
    output logic [3:0] hour_ones,
    output logic [3:0] hour_tens
);
binary2BCD u0 (
    .hex6bit(second),
    .ones(second_ones),
    .tens(second_tens)
);
binary2BCD u1 (
    .hex6bit(minute),
    .ones(minute_ones),
    .tens(minute_tens)
);
binary2BCD u2 (
    .hex6bit(hour),
    .ones(hour_ones),
    .tens(hour_tens)
);
endmodule 
module clock (
    input logic clk,  
    input logic rst_n,  
    input logic button_mode,  
    input logic button_up,  
    input logic button_down,  
    output logic [5:0] second,  
    output logic [5:0] minute,  
    output logic [4:0] hour  
);
logic [1:0] temp_mode;  
setting_mode_new se0 (
    .clk(clk),
    .rst_n(rst_n),
    .button_mode(button_mode),
    .mode(temp_mode)
);
logic temp_up;  
debouncer d0 (
    .clk(clk), 
	 .rst_n(rst_n),
    .i_debounce(button_up),
    .o_debounce(temp_up)
);
logic temp_down;  
debouncer d1 (
    .clk(clk),
	 .rst_n(rst_n),
    .i_debounce(button_down),
    .o_debounce(temp_down)
);
logic temp_sec;  
sec_en s0 (
    .clk(clk),
    .sec_en(temp_sec)
);
logic temp_5hz;  
en_5hz e0 (
    .clk(clk),
    .en_5hz(temp_5hz)
);
timer_clock t0 (
    .clk(clk),
    .sec_en(temp_sec),
    .en_5hz(temp_5hz),
    .up(temp_up),
    .down(temp_down),
    .mode(temp_mode),
    .second(second),
    .minute(minute),
    .hour(hour)
);
endmodule 
module count_2b (
    input logic clk,
    input logic sec_en,
    input logic rst_n,
    output logic [1:0] mode
);
always_ff@(posedge clk or negedge rst_n) begin 
    if (!rst_n) begin 
        mode <= 2'b00;
    end
    else begin 
        if (sec_en) begin
            mode <= mode + 1;
        end
    end
end
endmodule 
module debounce_fix (
    input logic clk,
    input logic in,
    output logic out
);
logic flipflop;
always_ff@(posedge clk) begin 
    flipflop <= in; 
    end  
assign out = (~flipflop) & in;
endmodule 
module debouncer
    #(parameter CLOCK_FREQ     = 50_000_000,  
      parameter STABLE_TIME_ms = 10
    ) 
    (
    input logic  clk,
	input logic rst_n,
	input logic i_debounce,
    output logic o_debounce
    );
    localparam COUNTER_MAX = (CLOCK_FREQ*STABLE_TIME_ms)/1000;  
	logic [1:0] ff_i;
	logic       ff_o;
	logic       [23:0] counter;  
	logic clear_counter;
    logic counter_max;
	always @(posedge clk or negedge rst_n) begin
		if (!rst_n) begin
			ff_i <= 0;
		end else begin
			ff_i[1:0] <= {ff_i[0], i_debounce};
		end
	end	
	assign clear_counter = ^ff_i;
	always @(posedge clk or negedge rst_n) begin
		if (!rst_n) begin
			counter <= 0;
		end else if (clear_counter || counter_max) begin
			counter <= 0;
		end else begin
			counter <= counter + 1'b1;
        end
	end
    assign counter_max = (counter == COUNTER_MAX);
    always @(posedge clk or negedge rst_n) begin
		if (!rst_n) begin
			ff_o <= 0;
		end else if(counter_max) begin
			ff_o <= ff_i[1];
		end
	end
	assign o_debounce = ff_o;
endmodule
module en_5hz (
    input logic clk,  
    output logic en_5hz  
);
integer i;
always_ff@ (posedge clk) begin
    if (i == 10000000) begin i = 0; end
    else i = i + 1;
end
assign en_5hz = (i == 5000000) ? 1 : 0;
endmodule 
module hexled (
    input logic [3:0] bcd_i,
    output logic [6:0] hex_o
); 
always_comb begin 
	case(bcd_i)
		4'b0000: hex_o= 7'b1000000; 
		4'b0001: hex_o= 7'b1111001;  
		4'b0010: hex_o= 7'b0100100;  
		4'b0011: hex_o= 7'b0110000;  
		4'b0100: hex_o= 7'b0011001;  
		4'b0101: hex_o= 7'b0010010;  
		4'b0110: hex_o= 7'b0000010;  
		4'b0111: hex_o= 7'b1011000;  
		4'b1000: hex_o= 7'b0000000;  
		4'b1001: hex_o= 7'b0010000;  
		default: hex_o= 7'b1111111;  
	endcase 
end
endmodule 
module hexled_timer (
    input logic [3:0] bin0,bin1,bin2,bin3,bin4,bin5,
    output logic [6:0] hex0,hex1,hex2,hex3,hex4,hex5
);
hexled u0 (
    .bcd_i(bin0),
    .hex_o(hex0)
);
hexled u1 (
    .bcd_i(bin1),
    .hex_o(hex1)
);
hexled u2 (
    .bcd_i(bin2),
    .hex_o(hex2)
);
hexled u3 (
    .bcd_i(bin3),
    .hex_o(hex3)
);
hexled u4 (
    .bcd_i(bin4),
    .hex_o(hex4)
);
hexled u5 (
    .bcd_i(bin5),
    .hex_o(hex5)
);
endmodule 
module sec_en (
    input logic clk,  
    output logic sec_en  
);
integer i;
always_ff@ (posedge clk) begin 
    if (i == 50000000) begin i = 0; end
    else i = i + 1;
end 
assign sec_en = (i == 25000000) ? 1 : 0;
endmodule 
module setting_mode_new (
    input logic clk,
    input logic rst_n,
    input logic button_mode,
    output logic [1:0] mode
);
logic debounce_temp;
logic temp_reg;
debouncer debouncer_u1 (
    .clk(clk),
    .rst_n(rst_n),
    .i_debounce(button_mode),
    .o_debounce(debounce_temp)
);
debounce_fix x0 (
    .clk(clk),
    .in(debounce_temp),
    .out(temp_reg)
);
count_2b a0 (
    .clk(clk),
    .sec_en(temp_reg),
    .rst_n(rst_n),
    .mode(mode)
);
endmodule
module timer_clock (
    input logic clk,  
    input logic up,  
    input logic down,  
    input logic sec_en,  
    input logic en_5hz,  
    input logic [1:0] mode,  
    output logic [5:0] second,  
    output logic [5:0] minute,  
    output logic [4:0] hour  
);
logic [5:0] second_cnt, minute_cnt;
logic [4:0] hour_cnt;
always_ff@(posedge clk) begin 
    if (sec_en) begin 
        if (second_cnt == 6'd59)  second_cnt <= 0; 
        else second_cnt <= second_cnt + 1'b1; 
    end
    else if ((mode == 2'b01) && (en_5hz)) begin 
        if (!up) begin 
            if (second_cnt == 6'd59) second_cnt <= 0;
            else second_cnt <= second_cnt + 1'b1; 
        end
        else if (!down) begin 
            if (second_cnt == 0) second_cnt <= 6'd59;
            else second_cnt <= second_cnt - 1'b1; 
        end
    end
end
always_ff@(posedge clk) begin 
    if ((sec_en) && (second_cnt == 6'd59)) begin 
        if (minute_cnt == 6'd59) minute_cnt <= 0;
        else minute_cnt <= minute_cnt + 1'b1; 
    end
    else if ((mode == 2'b10) && (en_5hz)) begin 
        if (!up) begin 
            if (minute_cnt == 6'd59) minute_cnt <= 0;
            else minute_cnt <= minute_cnt + 1'b1;
        end
        else if (!down) begin 
            if (minute_cnt == 0) minute_cnt <= 6'd59;
            else minute_cnt <= minute_cnt - 1'b1;
        end
    end
end
always_ff@(posedge clk) begin 
    if ((sec_en) && (second_cnt == 6'd59) && (minute_cnt == 6'd59)) begin
        if (hour_cnt == 5'd23) hour_cnt <= 0;
        else hour_cnt <= hour_cnt + 1'b1;
    end
    else if ((mode == 2'b11) && (en_5hz)) begin 
        if (!up) begin
            if (hour_cnt == 5'd23) hour_cnt <= 0;
            else hour_cnt <= hour_cnt + 1'b1; 
        end
        else if (!down) begin 
            if (hour_cnt == 0) hour_cnt <= 5'd23;
            else hour_cnt <= hour_cnt - 1'b1; 
        end
    end
end
assign second = second_cnt;
assign minute = minute_cnt;
assign hour = hour_cnt;
endmodule  
module top (
    input logic clk,
    input logic rst_n,
    input logic button_mode,
    input logic button_up,
    input logic button_down,
    output logic [6:0] s_ones,
    output logic [6:0] s_tens,
    output logic [6:0] m_ones,
    output logic [6:0] m_tens,
    output logic [6:0] h_ones,
    output logic [6:0] h_tens 
);
logic [5:0] second_temp;
logic [5:0] minute_temp;
logic [4:0] hour_temp;
clock clock_dut (
    .clk(clk),
    .rst_n(rst_n),
    .button_mode(button_mode),
    .button_up(button_up),
    .button_down(button_down),
    .second(second_temp),
    .minute(minute_temp),
    .hour(hour_temp)
);
logic [3:0] de_s0;
logic [3:0] de_s1;
logic [3:0] de_m0;
logic [3:0] de_m1;
logic [3:0] de_h0;
logic [3:0] de_h1;
binary_gen b0 (
    .second(second_temp),
    .minute(minute_temp),
    .hour(hour_temp),
    .second_ones(de_s0),
    .second_tens(de_s1),
    .minute_ones(de_m0),
    .minute_tens(de_m1),
    .hour_ones(de_h0),
    .hour_tens(de_h1)
);
hexled_timer h0 (
    .bin0(de_s0),
    .bin1(de_s1),
    .bin2(de_m0),
    .bin3(de_m1),
    .bin4(de_h0),
    .bin5(de_h1),
    .hex0(s_ones),
    .hex1(s_tens),
    .hex2(m_ones),
    .hex3(m_tens),
    .hex4(h_ones),
    .hex5(h_tens)
);
endmodule 
module wrapper (
    input logic CLOCK_50,
    input logic [0:0] SW,
    input logic [2:0] KEY,
	 output logic [2:0] LEDG,
    output logic [6:0] HEX0,
    output logic [6:0] HEX1,
    output logic [6:0] HEX2,
    output logic [6:0] HEX3,
    output logic [6:0] HEX4,
    output logic [6:0] HEX5
);
top t1 (
    .clk(CLOCK_50),
    .rst_n(SW[0]),
    .button_mode(KEY[0]),
    .button_up(KEY[1]),
    .button_down(KEY[2]),
    .s_ones(HEX0),
    .s_tens(HEX1),
    .m_ones(HEX2),
    .m_tens(HEX3),
    .h_ones(HEX4),
    .h_tens(HEX5)
);
assign LEDG = ~KEY;
endmodule 
```

==> results_slide.txt <==
Key Metrics from the Run

Power and ir drop
  • Power per cell area: 278 nW/µm²
  • Flop pwr share: 51.1%
  • Clock share of power: between 40% and 50%
  • Leak pwr: 5.16 nW
  • Gate power share: 2.9%
  • Pint: 2.64 mW
  • Net Sw Frac: between 20% and 30%
  • NetSw: 0.723 mW
  • Total Power: ~3.4 mW
  • VDD IR-drop max: 0.000282 V

Logic synthesis
  • Commonest cells post-synth: 171 x nor2_1, 87 x nand2_1, 83 x dfrtp_1, 70 x xnor2_1, 67 x xor2_1
  • Ys flops: between 150 and 200
  • Syn Inst Count: 1,109
  • Yosys warns: 9
  • Yosys Chip Area: 9900 µm²
  • Dominant flop cell: dfrtp_1
  • Most frequent cell after synthesis: nor2_1
  • Yosys cell count: 1,109
  • Synth Seq Share: about 39%
  • Post-synth EDFFs: 17
  • Cell type with the largest total area: dfrtp_1
  • Synth async-reset ratio: 50.3%
  • Synth Cell Area: approximately 10000 µm²
  • Top cells by area: dfrtp_1 21%, dfxtp_1 13%, nor2_1 6.5%
  • Avg Cell Area, Syn: a little under 9 µm²
  • Synth top area share: 21.0%
  • Yosys cell types: 85

Detailed routing
  • DRC: 0
  • Via count: just under 8k
  • Router iterations before antenna repair: 5
  • Vias per cell: around 5.3
  • ANT cells: 0
  • Routed len/inst: 12.9 µm
  • Antenna-violating nets left: 0
  • Routed WL: 19.2 mm
  • DR iter-0 viols: between 300 and 400

Cells and area
  • Logic area: 6060 µm²
  • Layout overhead on the synthesized area: 22.2%
  • Final core occ: 62.2%
  • Fillers: 1,586
  • Layout cells sized above 1: 16.2%
  • Final std cells w/o fill: roughly 1.5k
  • FF+latch area: 3890 µm²
  • Design Area, Final: 12,100 µm²

Floorplan
  • I/O pin total: 50
  • # rows: ~51
  • Chip area: 20,400 µm²
  • Die outline height: roughly 140 µm
  • Core Util at FP: 50.9%
  • Die width: between 100 and 150 µm
  • Core area: 19,500 µm²

Placement
  • Cell Area, Placed: approximately 11,000 µm²
  • HPWL Detailed: ~13 mm
  • Port-buffer cells: 48
  • Dpl ws: ~0.11 ns
  • Cells after DPL: 1,417
  • Placer Congestion: ~0.86

Timing
  • Max Transition Viols Final: 0
  • Fmax achieved: roughly 250 MHz
  • TNS Setup: 0 ns
  • # setup viols final: 0
  • Worst Slack Setup Final: 0.0606 ns
  • Post-route clock period utilization: 98.5%
  • Worst-Margin Slew: 0.869 ns
  • Hold_ws: 0.359 ns
  • Final min period: 3.94 ns
  • RSZ-0062 raised after global routing: true
  • Hold Vio Cnt, Final: 0
  • Clock Skews: 0.00836 ns
  • Rel. slew slack: 41.5%

Critical path
  • Critical R2R Launch: t1.clock_dut.t0.minute_cnt[1]$_DFFE_PP_
  • Worst Setup SP: t1.clock_dut.t0.second_cnt[4]$_DFFE_PP_
  • Worst path buffer plus inverter count: 5
  • Critical R2R Capture: t1.clock_dut.t0.hour_cnt[2]$_DFFE_PP_
  • CP startpoint kind: flip-flop
  • Crit path max fanout: 5
  • Worst EP required: 3.20 ns
  • Worst path depth: 14
  • Worst path max stage delay: 0.42 ns
  • Crit path max-delay family: buffers and inverters
  • CP endpoint: HEX1[1]
  • Data arrival, critical path: 3.14 ns
  • Setup crit end kind: primary output
  • Crit Path Category: reg2out
  • Critical-path cell list: inv_2 -> ha_4 -> inv_4 -> ha_4 -> and2_4 -> or3_4 -> mux2_4 -> o221ai_4 -> nor2_4 -> inv_2 -> ha_2 -> inv_1 -> nor2_1 -> clkdlybuf4s50_1
  • R2R Setup Slk: 0.88 ns
  • Slowest cell on crit path: clkdlybuf4s50_1
  • R2r worst-path depth: 6

CTS
  • CTS Hold Bufs: 0
  • CTS max path bufs: 2
  • Root Buffer: clkbuf_16
  • Clk latency of the worst-skew pair: 0.42 ns
  • CTS tree: yes
  • H-tree levels: 4
  • Total CTS buffers: 17
  • Sink Count: 165
  • Reg clk slew, reported paths: roughly 0.06 ns

GRT
  • Vias in the first global route: 7,057
  • Largest net degree at the start of global routing: 43
  • Initial antenna violation count: 0
  • Grt ovf: 0
  • First-pass GRT wire length: 32.4 mm
  • Total GRT Usage: about a fifth

Job
  • Tool warnings: 60
  • Max_cap viols: 0

Worst hold path
  • Hold Crit Class: in2async

Status
  • Run status: completed
## logic make-up after synthesis
| kind of cell | count (synthesis) | synth area share (%) |
|---|---|---|
| AOI/OAI and AO/OA | 131 | 8.86 |
| buffers and inverters | 93 | 4.17 |
| other | 1 | 0.0379 |
| and+or+nand+nor | 506 | 25.9 |
| xor gates and xnor gates | 140 | 12.6 |
| adders and majority gates | 51 | 6.39 |
| DFF | 165 | 39.3 |
| muxes | 22 | 2.73 |
## registers in the layout, summed over array words and instances, names as in the netlist
name                                   flops
t1.clock_dut.d1.ff_o                       1
t1.clock_dut.t0.second_cnt                 6
t1.clock_dut.d0.counter                   24
t1.clock_dut.e0.i                         32
t1.clock_dut.t0.minute_cnt                 6
t1.clock_dut.s0.i                         32
t1.clock_dut.se0.debouncer_u1.counter     24
t1.clock_dut.t0.hour_cnt                   5
t1.clock_dut.d1.ff_i                       2
t1.clock_dut.d0.ff_o                       1
t1.clock_dut.d1.counter                   24
t1.clock_dut.se0.a0.mode                   2
t1.clock_dut.se0.debouncer_u1.ff_o         1
t1.clock_dut.d0.ff_i                       2
t1.clock_dut.se0.x0.flipflop               1
t1.clock_dut.se0.debouncer_u1.ff_i         2
## worst min path at each step
stage,start,endpoint,slack (ns),depth (start not counted)
4_1_cts,SW[0],t1.clock_dut.se0.debouncer_u1.counter[15]$_DFF_PN0_,0.37,1
5_1_grt,SW[0],t1.clock_dut.se0.debouncer_u1.counter[13]$_DFF_PN0_,0.40,1
6_report,SW[0],t1.clock_dut.se0.debouncer_u1.counter[15]$_DFF_PN0_,0.36,1
## layout make-up
class,instances,area share (%)
well taps,265,2.74
multi-input cells,851,50.1
flip-flops and latches,165,32.1
clock buffers,24,3.98
clock inverters,8,0.620
repair buffers,117,8.58
inverters,58,1.84
## power groups by stage
stage                 combinational (mW)  sequential, mW  clock, mW
after CTS                          0.103            1.72       1.59
after global routing               0.116            1.72       1.65
final                             0.0990            1.72       1.54
## cell usage in the layout (no fill, tap or decap), types with 10 or more instances in the layout
cell / n
xor2_1: 66
and3_1: 18
nor3_1: 22
xnor2_1: 68
o21ai_1: 10
dfrtp_1: 83
edfxtp_1: 17
ha_1: 32
nand4_1: 34
buf_4: 62
dlymetal6s2s_1: 14
inv_1: 42
clkdlybuf4s50_1: 30
nor2_1: 166
a21oi_1: 23
nand2_1: 87
nor4_1: 11
clkbuf_16: 17
nand3_1: 64
nor4b_1: 10
dfxtp_1: 65
ha_4: 13
o21ai_0: 27
nand2b_1: 12
inv_2: 12
## timing repair
item / in CTS / in global routing
hold endpoints to repair: 0 / 0
endpoints found under the setup margin: 30 / 33
gates cloned: 0 / 3
pin swaps: 16 / 30
buffers inserted: 14 / 22
resized: 45 / 77
## metal layers
layer	share of wire [%]	GRT usage, %
met2	44	31.0
met1	51	32.2
met4	0.94	1.87
met5	0	0
met3	3.2	2.46
Power is estimated from default activity; no workload was simulated.
